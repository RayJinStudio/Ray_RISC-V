==> flow/design.v <==
module Alu(
    input wire[32 - 1:0] aluParam1,
    input wire[32 - 1:0] aluParam2,
    input wire[4 - 1:0] aluOpt,
    output reg[32 - 1:0] aluRes
);
    always @ (*) begin
        case (aluOpt)
            4'b0011: aluRes = aluParam1 + aluParam2;
            4'b0100: aluRes = aluParam2 - aluParam1;
            default: aluRes = 32'b0;
        endcase
    end
endmodule
==> flow/run.sh <==
#!/bin/bash
# OpenROAD 26Q1-2900-gdf79404cd8, Yosys 0.63+post, stock flow scripts
make -C /OpenROAD-flow-scripts/flow DESIGN_CONFIG=/design/flow/config.mk WORK_HOME=/design/flow/orfs finish
==> flow/config.mk <==
export PLATFORM = sky130hd
export DESIGN_NAME = Alu
export DESIGN_NICKNAME = Alu
export VERILOG_FILES = /design/flow/design.v
export SDC_FILE = /design/flow/constraint.sdc
export NUM_CORES = 4
export LEC_CHECK = 1
export CORE_AREA = 10 10 106 106
export DIE_AREA = 0 0 116 116
==> flow/constraint.sdc <==
current_design Alu

set clk_period 24.8
set clk_io_pct 0.2

create_clock -name clk0 -period $clk_period

set non_clock_inputs [all_inputs -no_clocks]
set_input_delay [expr $clk_period * $clk_io_pct] -clock clk0 $non_clock_inputs
set_output_delay [expr $clk_period * $clk_io_pct] -clock clk0 [all_outputs]
==> reports/results.txt <==
DRC violations left: 0
Die Area: 13,460 µm²
Flops: 0
Setup crit end kind: primary output
Placed cells: 581
Routed vias: 3,014
Endpoints failing setup: 0
Core area: 8848 µm²
YS chip area: 2577 µm²
Fill count: 908
First-pass detailed-route iteration total: 4
Unrepaired setup endpoints after global routing: false
Layout area overhead: 42.48%
Slew @ Worst Pin: 820.7 ps
CP Launch Type: input pin
Die H: 116 µm
All-Layer GR Usage: 13.42%
Period utilization: 58.68%
Post-detailed-route count of antenna-violating nets: 0
Mapped Avg Cell Area: 6.660 µm²
Wirelength, routed: 9.240 mm
Comb pwr share: 100.0%
Fin. Hold Viols: 0
Max cap viols: 0
Post-CTS Hold Fix Bufs: 0
Finished Layout Cells: 581
Top area cell types: ha_1 16%, xor2_1 11%, a21oi_1 7.8%, xnor2_1 7.5%, nand2_1 5.4%
Total gr overflow: 0
Die Wd: 116 µm
Number of global-route vias before repair: 2,988
Max-area cell share: 15.53%
Vias/cell: 5.188
Mapped cell area: 2577 µm²
Post-Synthesis Cells: 387
Worst Path Required: 19,840 ps
Status: completed
Max-slew headroom: 45.29%
Sw Pwr: 0.00004399 W
Final Total Pwr: 0.00008708 W
Clock buffers: 0
CP Data Arrival Time: 9590 ps
Cell area power density: 23.71 nW/µm²
Seq pwr share: 0%
Reg area: 0 µm²
Top Ports: 100
Yosys top cell by instances: a21oi_1
CP max FO: 8
Largest net degree at the start of global routing: 26
Log Warnings: 32
Int Power: 0.00004309 W
Pleak: 1.486 nW
Routed length per placed instance: 15.90 µm
Site Rows: 34
Hold_sp: aluParam2[0]
PostCTS Resize Cnt: 0
IO buf count: 100
Setup TNS: 0 ps
Hold Crit Class: input pin to primary output
Iter 0 DRT Violations: 150
Cell Type Count: 48
Switching share of power: 50.52%
Worst Setup SP: aluParam1[12]
Worst VDD drop: 0.01071 mV
Most frequent cells after synthesis: 40 x a21oi_1, 37 x nand2_1, 37 x nor2_1
Yosys Instances: 387
Initial antenna violation count: 0
Max-slew violation count: 0
Post-CTS setup buffers: 0
GP Congestion: 0.9410
First-pass GRT wire length: 14.85 mm
Post-synth seq share: 0%
Fmax: 0.06872 GHz
Post-synth top area cell: ha_1
Synth warn: 1
Critical path class: input pin to primary output
Detailed placer's ending HPWL: 8.157 mm
Post-route minimum period: 14,550 ps
Initial Util: 29.13%
Clock power share: 0%
Layout cells sized above 1: 4.017%
Ant. Diodes: 0
-- stage by stage --
| step | setup slack, ps | utilization (%) | instance area, µm² | hold WS (ps) |
|---|---|---|---|---|
| after floorplan | 11550 | - | 2577 | 10050 |
| after global placement | 10330 | 41.50 | 3672 | 10910 |
| after detailed placement | 10320 | 41.50 | 3672 | 10930 |
| after CTS | 10290 | 41.50 | 3672 | 10940 |
| after global routing | 9953 | 41.50 | 3672 | 10980 |
| final | 10250 | 41.50 | 3672 | 10920 |
-- routing by layer --
metal | vias up | global-route usage (%) | part of all wire (%)
li1 | 1604 | - | -
met1 | 1326 | 17.99 | 46
met3 | 4 | 2.459 | 6.2
met2 | 80 | 22.87 | 47
met4 | 0 | 0.9174 | 0.74
met5 | - | 0 | 0
-- cell usage in the layout, fill, tap and decap left out, drive strengths merged, types with 7 or more instances in the layout --
cell type	Yosys	final
inv	9	9
nand2b	8	8
ha	32	32
nor2	37	37
o21ai	26	26
clkdlybuf4s50	0	100
nand4	10	10
xor2	31	31
and2	8	8
o31ai	9	9
a21o	14	14
or4	7	7
a21oi	40	40
nor3	11	11
nand2	37	37
xnor2	22	22
-- path summary, 6_finish.rpt --
kind          to  cells past startpoint
max   aluRes[31]                     14
min    aluRes[0]                      5
-- area by class of cell --
class,instances,area [µm²],share of cell area (%)
Tap cell,108,135.1,3.680
Timing Repair Buffer,103,1023,27.87
Multi-Input combinational cell,361,2480,67.53
Inverter,9,33.78,0.9199
-- power by group through the flow --
stage,combinational (W),sequential (W),clock (W)
CTS,0.0000872,0,0
global route,0.0000973,0,0
finish,0.0000871,0,0
-- cells by family after synthesis --
kind of cell | Yosys count | share of synthesized area, %
xor gates and xnor gates | 53 | 18.01
and+or+nand+nor | 148 | 29.37
buffers and inverters | 26 | 3.786
AOI/OAI and AO/OA | 124 | 31.36
muxes | 3 | 1.165
adders and majority gates | 33 | 16.31
-- worst max-delay path, cell delays in order --
cell and delay, ps:
clkdlybuf4s50_1 470, or4_4 580, or4_4 430, or4_4 540, o31ai_1 280, xor2_1 110
ha_1 430, nand4_1 200, or2_2 350, nor4_1 290, a211oi_1 180, xnor2_1 170
nor2_1 100, clkdlybuf4s50_1 490
Power is estimated from default activity; no workload was simulated.
